`flow/constraint.sdc`:
```
current_design signed_alu4

set clk_period 2.9
set clk_io_pct 0.2

create_clock -name clk0 -period $clk_period

set non_clock_inputs [all_inputs -no_clocks]
set_input_delay [expr $clk_period * $clk_io_pct] -clock clk0 $non_clock_inputs
set_output_delay [expr $clk_period * $clk_io_pct] -clock clk0 [all_outputs]
```
`flow/design.v`:
```
`timescale 1ns / 1ps
module signed_alu4 (
    input [3:0] A,
    input [3:0] B,
    input [2:0] ALUControl,
    output reg [3:0] Result,
    output reg N,
    output reg Z,
    output reg C,
    output reg V
);
    assign N = Result[3];
    assign Z = ~(| Result);
    always @(*) begin
        case (ALUControl)
            3'b000: begin
                {C, Result} = A + B;
                V = (A[3] == B[3]) && (A[3] != Result[3]);
            end
            3'b001: begin
                {C, Result} = A - B;
                V = (A[3] != B[3]) && (A[3] != Result[3]);
            end
            3'b010: Result = ~A;
            3'b011: Result = A & B;
            3'b100: Result = A | B;
            3'b101: Result = A ^ B;
            3'b110: Result = (A<B) ? 1 : 0;
            3'b111: Result = (A==B) ? 1 : 0;
        endcase
    end
endmodule
```
`flow/run.sh`:
```
#!/bin/bash
# OpenROAD 26Q1-2900-gdf79404cd8, Yosys 0.63+post, stock flow scripts
make -C /OpenROAD-flow-scripts/flow DESIGN_CONFIG=/design/flow/config.mk WORK_HOME=/design/flow/orfs finish
```
`flow/config.mk`:
```
export PLATFORM = sky130hd
export DESIGN_NAME = signed_alu4
export DESIGN_NICKNAME = signed_alu4
export VERILOG_FILES = /design/flow/design.v
export SDC_FILE = /design/flow/constraint.sdc
export NUM_CORES = 4
export LEC_CHECK = 1
export CORE_AREA = 10 10 70 70
export DIE_AREA = 0 0 80 80
```
==> summary.txt <==
Quick summary of the implementation run below.

The number of warning messages in the logs came out at 42. The count of max-cap constraint violations is 0. The worst setup path is of the primary input to primary output kind. The chip area line in the Yosys stat output reads 678.2 µm². The overall track demand over capacity in global routing is 0.07106. The total design power is 0.0002677 W. The fmax is 344.8 MHz. The pin count of the biggest net entering global routing came out at 11. The first-pass GRT wire length came out at 3.857 mm. The hold violation total from the final report is 0.

The post-route fraction of the period consumed by the critical path is 1.000. The power per cell area is 186.3 mW/mm². The die extent in x came out at 80 µm. The die covers 0.006400 mm². The count of TritonRoute iterations in the first routing pass is 5. The placeable core region is 0.003416 mm². 4 endpoints have no timing constraint.

Of all flip-flops after synthesis, the portion carrying an async set or reset was 0. The number of synthesized flops with an enable pin is 0. The kind of path behind the tightest hold check is primary input to primary output. The startpoint class of the critical path is a primary input. The number of remaining DRC errors is 0. Summing all placed instances gives a cell area of 0.001116 mm². The capture point of the critical path is Z. In the layout the commonest cells are buf_4, buf_6, nor2_1. After synthesis the cells add up to 678.2 µm². According to the timing report, the data required time at the worst endpoint equals 2320 ps.

The category of the worst setup path capture point is a primary output. Detailed routing inserted a total of 862 vias. The post-route cell area is 0.001436 mm². The mean instance size in the synthesized netlist came out at 7.620 µm².

The pre-placement core utilization is 0.1985. The final weighted congestion recorded by global placement is 0.8771. The worst path setup slack after routing is 0.09504 ps. The number of global-route vias before repair came out at 864. The core utilization of the finished layout is 0.4205.

Measured against its own limit, the worst slew margin works out to 0.7113. The leakage power total came out at 0.6745 nW. The placement-stage worst setup slack came out at -781.3 ps. Setup repair after global routing could not meet its margin everywhere.

The remaining number of nets flagged by the antenna check after routing is 0. The number of max-slew violations in the final report is 0. The number of different library cells used by synthesis comes to 33.

Post-synth the commonest register cell is dlxtn_1. Per the detail_route report, inserted antenna diodes total 0. The detail-routed net length per standard cell came out at 12.75 µm. Per the Yosys statistics, synthesis produced 89 cells.

The placed wire-length estimate came out at 1.595 mm. The post-synthesis instance total is 89. The standard-cell row count is 21. As logged by OpenROAD, the buffers inserted on ports number 19. The number of top-level design ports is 19.

By area the synthesized netlist is led by ha_1, inv_1, fa_1, xnor2_1, nor2_1. The synthesis warning total is 3. Summed over all failing endpoints, the final setup total negative slack is 0 ps.

The share of the synthesized area in the top cell type came out at 0.2214. The filler cell count is 322. The fraction of layout cells with a size suffix above 1 is 0.5625. The first routing iteration left 62 violations. The growth of design area from synthesis to finish came out at 111.8%.

The timer found 2 register pins that no clock reaches; their paths are not timed. Per the synthesis report, the dominant area consumer among library cells is ha_1. For the finished layout, the period the worst path requires is 2900 ps. The flow ran to the end, and the final reports show no timing, DRC or antenna violations.

The maximum ir drop on the vdd rail is 0.04801 mV. The height of the chip came out at 80 µm. The launch point of the critical path was reported as A[1].

The worst endpoint data arrival time came out at 2320 ps. The global route total overflow came out at 0. Per the cell usage report, the commonest logic cell in the layout is buf_4. Using the TritonRoute via totals, the vias-per-cell ratio works out to 4.537. The number of hold buffers added after cts is 0.

The measured slew at the worst slew-check pin is 422.2 ps. The initial antenna violation count was 0. The total length of routed wires is 2.423 mm. The flop and latch count out of synthesis came out at 2. The maximum fanout along the worst path came out at 4. The total setup violations reported at the end of the flow is 0.
==> cell families (layout without fill, tap and decap cells) <==
logic type               after synthesis  after routing  share of synthesized area
adder cells (fa/ha/maj)               14             14                     0.2804
multiplexers                           4              4                    0.06273
AND/OR/NAND/NOR                       20             20                     0.1550
buffers and inverters                 20             75                     0.1365
latches                                2              2                    0.04428
XOR/XNOR                               4              4                    0.05166
AND-OR/OR-AND                         25             25                     0.2694
==> worst min-delay path by stage <==
stage | startpoint | depth (start not counted) | slack (ps) | to
CTS | A[2] | 8 | 1920 | Z
finish | A[2] | 8 | 1930 | Z
global route | A[2] | 8 | 1990 | Z
==> synthesized netlist by cell type, drive strengths merged (2+ instances only) <==
cell	n
a211oi	2
a21o	2
a21oi	6
a31oi	2
buf	6
dlxtn	2
fa	2
ha	12
inv	14
mux2	2
mux2i	2
nand2	2
nand2b	3
nor2	10
nor4	2
o21ai	3
o22ai	2
o32a	2
xnor2	4
==> through the flow <==
step                      hold WS, ps  std cells
after global routing             1992        190
after detailed placement         2400        177
after global placement           2403        177
final                            1930        190
after CTS                        1921        187
after floorplan                  1392         89
==> final cells by class <==
cell class | instances | area (µm²) | share of cell area
inverters | 14 | 62.56 | 0.04355
multi-input cells | 67 | 730.7 | 0.5087
well taps | 46 | 57.56 | 0.04007
repair buffers | 61 | 555.5 | 0.3868
flip-flops and latches | 2 | 30.03 | 0.02091
==> registers in the layout, summed over array words and instances, names as in the netlist <==
register / flops
C: 1
V: 1
==> timing repair <==
item,4_1_cts,5_1_grt
pin swaps,15,13
cloned,1,0
resized,69,19
endpoints found under the setup margin,6,5
buffers inserted,10,3
hold endpoints to repair,0,0
==> power breakdown <==
part / internal, W / switching, W
sequential: 0.00000458 / 0.000000647
combinational: 0.000157 / 0.000106
clock: 0 / 0
total: 0.000161 / 0.000106
==> worst max-delay path, cell delays in order <==
cell,delay (ps)
buf_6,100
buf_6,120
ha_4,150
o21bai_4,170
a21oi_4,180
mux2_4,310
o32a_1,210
buf_6,130
nor4_4,240
buf_2,130
==> layer usage <==
layer | GRT usage | share of wire | up-vias
li1 | - | - | 419
met1 | 0.1003 | 0.46 | 405
met2 | 0.1148 | 0.44 | 34
met3 | 0.01250 | 0.095 | 4
met4 | 0.003521 | 0.0058 | 0
met5 | 0 | 0 | -
Power figures rest on the tool's default switching activity, not on a simulated workload.
