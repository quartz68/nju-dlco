`/design/flow/config.mk`:
```
export PLATFORM = sky130hd
export DESIGN_NAME = PS2_keyboard_controller
export DESIGN_NICKNAME = PS2_keyboard_controller
export VERILOG_FILES = /design/flow/design.v
export SDC_FILE = /design/flow/constraint.sdc
export NUM_CORES = 4
export LEC_CHECK = 1
export CORE_UTILIZATION = 30
```
`/design/flow/constraint.sdc`:
```
current_design PS2_keyboard_controller

set clk_period 4.6
set clk_io_pct 0.2

create_clock -name clk0 -period $clk_period [get_ports {clk}]

set non_clock_inputs [all_inputs -no_clocks]
set_input_delay [expr $clk_period * $clk_io_pct] -clock clk0 $non_clock_inputs
set_output_delay [expr $clk_period * $clk_io_pct] -clock clk0 [all_outputs]
```
`/design/flow/design.v`:
```
`timescale 1ps / 1ps
module PS2_keyboard_controller(
    input clk,clrn,ps2_clk,ps2_data,
    input nextdata_n,
    output [7:0] data,
    output reg ready,
    output reg overflow     
);
    reg [9:0] buffer;         
    reg [7:0] fifo[7:0];      
    reg [2:0] w_ptr,r_ptr;    
    reg [3:0] count;   
    reg [2:0] ps2_clk_sync;
    always @(posedge clk) begin
        ps2_clk_sync <=  {ps2_clk_sync[1:0],ps2_clk};
    end
    wire sampling = ps2_clk_sync[2] & ~ps2_clk_sync[1];
    always @(posedge clk) begin
        if (clrn == 0) begin  
            count <= 0; w_ptr <= 0; r_ptr <= 0; overflow <= 0; ready<= 0;
        end
        else begin
            if ( ready ) begin  
                if(nextdata_n == 1'b0)  
                begin
                    r_ptr <= r_ptr + 3'b1;
                    if(w_ptr==(r_ptr+1'b1))  
                        ready <= 1'b0;
                end
                fifo[r_ptr-1] <= 0;
            end
            if (sampling) begin
              if (count == 4'd10) begin
                if ((buffer[0] == 0) &&   
                    (ps2_data)       &&   
                    (^buffer[9:1])) begin       
                    fifo[w_ptr] <= buffer[8:1];   
                    w_ptr <= w_ptr+3'b1;
                    ready <= 1'b1;
                    overflow <= overflow | (r_ptr == (w_ptr + 3'b1));
                end
                count <= 0;      
              end else begin
                buffer[count] <= ps2_data;   
                count <= count + 3'b1;
              end
            end
        end
    end
    assign data = fifo[r_ptr];  
endmodule
```
`/design/flow/run.sh`:
```
#!/bin/bash
# OpenROAD 26Q1-2900-gdf79404cd8, Yosys 0.63+post, stock flow scripts
make -C /OpenROAD-flow-scripts/flow DESIGN_CONFIG=/design/flow/config.mk WORK_HOME=/design/flow/orfs finish
```
==> summary.txt <==
The flow completed. Floorplan die width landed at 125 um. Number of gates resized after cts landed at 0. Yosys stat chip area landed at 4560 um^2. Number of buffers added for setup after CTS landed at 0. Using the TritonRoute via totals, the vias-per-cell ratio works out to 4.69. Via count of the routed design landed at around 2500. Synthesized netlist cell count landed at 344. Number of antenna diodes landed at 0. STA classifies the critical path endpoint as an output port.

Per the timing report, the biggest fanout along the worst path comes to 16. The most critical hold endpoint after final layout shows a slack of 0.335 ns. The top cell type in the final layout, fill and taps aside, is sky130_fd_sc_hd__edfxtp_1.

In the final report, the number of hold violations comes to 0. Reported max-cap violation count landed at 0. CTS built an H-tree with a depth of 3.

Number of cells traversed by the worst register-to-register path landed at 6. Buffer depth of the longest clock path landed at 2. In this run the static leakage power is roughly 1.8 nW. In the setup report, the worst path falls into the class flip-flop to output port.

The floorplan step records an initial core utilization of 31.0%. Yosys mapped the design onto 41 distinct sky130hd cell types. The layout stage reports a final design area of 5120 um^2. Per the detailed placement report, the placed cell area equals 4850 um^2. The tree is rooted in a sky130_fd_sc_hd__clkbuf_16. As logged by OpenROAD, the buffers inserted on ports number 14. For this run, the register share of the synthesized area comes to a little under three fifths. For this run, the final setup violation count is recorded as 0. Hold analysis shows the worst path with a depth of 0. Number of global-route vias before repair landed at 2566. Pins over their slew limit in the final report were tallied at 0. Transition at the pin with the smallest max-transition slack landed at 0.853 ns. Across the routed clock network, the largest skew measured is between 0.009 and 0.01 ns.

Power after layout landed at between 1.5 and 2 mW. For this run, the number of Yosys warnings is 1. Average wire per cell in the routed design landed at 16.3 um. The registers of the reported paths see a clock transition of 0.06 ns. The flow ran to the end, and the final reports show no timing, DRC or antenna violations. The path class of the tightest hold or removal check is flip-flop to flip-flop. The worst-case max-slew headroom was logged as 43.0%. The smallest clock period supported by the final layout is computed as between 3 and 4 ns. TritonCTS built the clock tree. Remaining antenna violation count after routing landed at 0. Per the post-synthesis stats, the area per cell is 13.3 um^2. First-pass iteration count of the detailed router landed at 13. The flow reports an fmax of a little over 0.3 GHz. Summed over all routing layers, the global router reports a total usage of about an eighth. Maximum resistive drop on vdd landed at about 0.00018 V. 15 I/O pins were placed. In this run, the number of DRC markers left after iteration 0 of detailed routing was about 170. Number of buffers created by CTS landed at 9. In this run the power density over the cells is 314 nW/um^2. Counting the fill cells in the layout gives 1364. Placeable core region landed at between 10000 and 15000 um^2. The worst setup path is launched from a flip-flop. Global-route wire length before repair landed at approximately 14 mm. Flip-flop and latch count after synthesis landed at 92. Share of the clock period used by the worst path after layout landed at a little under three quarters. Area of the die landed at 15700 um^2. Last weighted congestion value of the routability-driven placer landed at 0.813. The die is 125 um tall. In this run, post-CTS hold repair placed 0 buffers. The script parses the final routing iteration and logs DRC violations as 0.

After synthesis the cells add up to 4560 um^2. Aggregate global routing overflow landed at 0. For the final routed database, the setup TNS stands at 0 ns. Pin count of the biggest net entering global routing landed at 21. Data arrival at the endpoint of the critical path landed at approximately 2.3 ns. Yosys cell count landed at 344. Estimated wirelength of the detail-placed design landed at 6.48 mm.

Count of standard-cell rows landed at approximately 44. Detailed-route wire length landed at 8.80 mm. Warnings raised by the tools during the run amount to 31. According to the timing report, the data required time at the worst endpoint equals 3.68 ns. Setup repair after global routing left no endpoint under its margin. Later-pin clock latency in the skew report landed at 0.33 ns. Area growth from synthesis to layout landed at 12.2%. Per the final layout report, the fraction of cells sized above drive strength 1 comes to 16.7%. The initial antenna violation count is 0. According to the CTS report, the clock sink count is a little over 90.

The most common logic cells in the final layout are sky130_fd_sc_hd__edfxtp_1 (74), sky130_fd_sc_hd__and2_1 (69), sky130_fd_sc_hd__nand2_1 (21).
area by class of cell:
cell class	count	area, um^2	area share (%)
Clock buffer	9	225	4.40
Clock inverter	6	40.0	0.782
Inverter	6	22.5	0.440
Multi-Input combinational cell	224	1860	36.3
Sequential cell	92	2580	50.4
Tap cell	184	230	4.50
Timing Repair Buffer	17	163	3.18
metrics by stage:
| stage | util (%) | std cells | worst slack (ns) |
|---|---|---|---|
| 2_1_floorplan | - | 344 | 1.91 |
| 3_3_place_gp | 33.0 | 523 | 1.44 |
| 3_5_place_dp | 33.0 | 523 | 1.37 |
| 4_1_cts | 34.8 | 538 | 1.31 |
| 5_1_grt | 34.8 | 538 | 1.26 |
| 6_report | 34.8 | 538 | 1.34 |
metal layers:
layer  wire [um]  GRT usage (%)  share of wire [%]  vias up
met5           0              0                  0        -
met4         131           1.51                1.5        0
met3         761           5.76                8.7        9
met2        4010           18.7                 46       79
met1        3900           17.4                 44     1195
li1            -              -                  -     1239
critical path, cell delays in order, from the launching register on:
cell and delay, ns:
sky130_fd_sc_hd__dfxtp_1 0.87, sky130_fd_sc_hd__mux4_2 0.43, sky130_fd_sc_hd__mux2_2 0.30, sky130_fd_sc_hd__clkdlybuf4s50_1 0.42
power by group:
group,switching (mW),leakage (nW),internal [mW]
clock network,0.282,0.118,0.361
logic,0.0350,0.816,0.0248
registers,0.0102,0.831,0.893
total,0.328,1.76,1.28
cell families (layout without fill, tap and decap cells):
| group | after synthesis | in the layout | share of synthesized area, % |
|---|---|---|---|
| and+or+nand+nor | 138 | 138 | 18.2 |
| xor gates and xnor gates | 20 | 20 | 4.14 |
| DFF | 92 | 92 | 56.6 |
| adders and majority gates | 9 | 9 | 2.47 |
| muxes | 30 | 30 | 11.3 |
| AOI/OAI and AO/OA | 27 | 27 | 4.58 |
| buffers and inverters | 28 | 38 | 2.71 |
synthesized netlist by cell type:
cell | instances | share of area (%)
sky130_fd_sc_hd__or3b_2 | 1 | 0.19
sky130_fd_sc_hd__o41ai_2 | 1 | 0.36
sky130_fd_sc_hd__edfxtp_1 | 74 | 49
sky130_fd_sc_hd__inv_1 | 6 | 0.49
sky130_fd_sc_hd__a31o_2 | 4 | 0.77
sky130_fd_sc_hd__ha_1 | 9 | 2.5
sky130_fd_sc_hd__nand2b_1 | 3 | 0.41
sky130_fd_sc_hd__mux2i_1 | 3 | 0.66
sky130_fd_sc_hd__and2_1 | 69 | 9.5
sky130_fd_sc_hd__buf_6 | 2 | 0.49
sky130_fd_sc_hd__a21o_1 | 4 | 0.66
sky130_fd_sc_hd__nor3_1 | 1 | 0.11
sky130_fd_sc_hd__nand2_1 | 21 | 1.7
sky130_fd_sc_hd__nor3_2 | 6 | 1.3
sky130_fd_sc_hd__mux4_2 | 16 | 7.9
sky130_fd_sc_hd__dfxtp_1 | 18 | 7.9
sky130_fd_sc_hd__a21boi_0 | 1 | 0.16
sky130_fd_sc_hd__xnor3_1 | 1 | 0.49
sky130_fd_sc_hd__clkbuf_1 | 12 | 0.99
sky130_fd_sc_hd__or2_1 | 1 | 0.14
sky130_fd_sc_hd__nand3_1 | 5 | 0.55
sky130_fd_sc_hd__or2_2 | 1 | 0.14
sky130_fd_sc_hd__o31ai_1 | 1 | 0.16
sky130_fd_sc_hd__nand4_1 | 2 | 0.27
sky130_fd_sc_hd__nor2b_1 | 7 | 0.96
sky130_fd_sc_hd__nor2_1 | 12 | 0.99
sky130_fd_sc_hd__xor2_1 | 6 | 1.2
sky130_fd_sc_hd__buf_2 | 3 | 0.33
sky130_fd_sc_hd__and3_1 | 4 | 0.55
sky130_fd_sc_hd__nand4b_1 | 1 | 0.19
sky130_fd_sc_hd__or4_1 | 1 | 0.16
sky130_fd_sc_hd__o21ai_1 | 2 | 0.22
sky130_fd_sc_hd__mux2_2 | 11 | 2.7
sky130_fd_sc_hd__a21boi_1 | 1 | 0.16
sky130_fd_sc_hd__xnor2_1 | 13 | 2.5
sky130_fd_sc_hd__or3_1 | 1 | 0.14
sky130_fd_sc_hd__buf_1 | 5 | 0.41
sky130_fd_sc_hd__a21oi_1 | 5 | 0.55
sky130_fd_sc_hd__a22o_1 | 7 | 1.3
sky130_fd_sc_hd__o41ai_1 | 1 | 0.19
sky130_fd_sc_hd__nor4_4 | 2 | 0.93
flip-flops by register name, summed over array words and instances (netlist names), named ones only:
register,count
ready,1
fifo,64
r_ptr,3
ps2_clk_sync,3
count,4
w_ptr,3
buffer,10
overflow,1
worst paths after layout:
path | startpoint | endpoint | slack, ns
worst max-delay path | flip-flop | data[1] | 1.34
worst min-delay path | ps2_clk_sync[0] | ps2_clk_sync[1] | 0.33
worst min register to register | ps2_clk_sync[0] | ps2_clk_sync[1] | 0.33
worst max register to register | buffer[5] | fifo[3][3] | 1.97
Power is estimated from default activity; no workload was simulated.
