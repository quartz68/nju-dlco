### flow/run.sh
#!/bin/bash
# OpenROAD 26Q1-2900-gdf79404cd8, Yosys 0.63+post, stock flow scripts
make -C /OpenROAD-flow-scripts/flow DESIGN_CONFIG=/design/flow/config.mk WORK_HOME=/design/flow/orfs finish
### flow/config.mk
export PLATFORM = sky130hd
export DESIGN_NAME = lfsr8
export DESIGN_NICKNAME = lfsr8
export VERILOG_FILES = /design/flow/design.v
export SDC_FILE = /design/flow/constraint.sdc
export NUM_CORES = 4
export LEC_CHECK = 1
export CORE_AREA = 10 10 70 70
export DIE_AREA = 0 0 80 80
### flow/constraint.sdc
current_design lfsr8

set clk_period 1.0
set clk_io_pct 0.2

create_clock -name clk0 -period $clk_period [get_ports {clk}]

set non_clock_inputs [all_inputs -no_clocks]
set_input_delay [expr $clk_period * $clk_io_pct] -clock clk0 $non_clock_inputs
set_output_delay [expr $clk_period * $clk_io_pct] -clock clk0 [all_outputs]
### flow/design.v
`timescale 1ns / 1ps
module lfsr8 (
    input clk,
    input reset,
    input clear,
    output [7:0] out
);
    wire feedback;
    assign feedback = out[4] ^ out[3] ^ out[2] ^ out[0];
    right_shift_reg8 u_right_shift_reg8(
        .clk   	( clk      ),
        .clear 	( clear    ),
        .ld    	( reset    ),
        .Din   	( 8'hFF    ),
        .shift 	( 1        ),
        .Sin   	( feedback ),
        .Dout  	( out     ),
        .Sout  	(  )
    );
endmodule
`timescale 1ns / 1ps
module right_shift_reg8 (
    input clk,
    input clear,
    input ld,
    input [7:0] Din,
    input shift,
    input Sin,
    output reg [7:0] Dout,
    output Sout
);
    assign Sout = Dout[0];
    always @(posedge clk) begin
        if (clear) Dout <= 0;
        else if (ld) Dout <= Din;
        else if (shift) Dout <= {  Sin, Dout[7:1] };
    end
endmodule
==> flow_metrics.env <==
# source this file to load flow results
export IMPL_cts_hold_buffers=0
export IMPL_reg_top3="u_right_shift_reg8.Dout (8)"
export IMPL_ys_warn_count=2
export IMPL_period_minus_slack_ps=998
export IMPL_synth_distinct_cells=8
export IMPL_core_util_floorplan_pct=7.69
export IMPL_r2r_end="u_right_shift_reg8.Dout[7]"
export IMPL_cp_max_fo=2
export IMPL_routabilityCongestion=0.658
export IMPL_cap_violations=0
export IMPL_mux_share_pct=0
export IMPL_hold_class="reg2reg"
export IMPL_gr_usage_all_layers_pct=2.09
export IMPL_wl_per_cell_um=7.58
export IMPL_grt_overflow_total=0
export IMPL_clock_sinks=8
export IMPL_area_growth_pct=90.0
export IMPL_cts_clk_slew_worst_paths_ps=50
export IMPL_aoi_share_pct=1.90
export IMPL_antenna_cells=0
export IMPL_ff2ff_path_depth=4
export IMPL_slowest_delay_ps=310
export IMPL_dpl_hpwl_um=511
export IMPL_drive_gt1_share_pct=45.7
export IMPL_die_w_um=80
export IMPL_cts_htree_levels=1
export IMPL_end_kind="flop"
export IMPL_fin_tns_setup_ps=0
export IMPL_top_register="u_right_shift_reg8.Dout"
export IMPL_ys_sh_adder_pct=0
export IMPL_flop_cell="dfxtp_1"
export IMPL_path_depth=4
export IMPL_cts_buffers_inserted=3
export IMPL_logic_family="simple AND/OR/NAND/NOR gates"
export IMPL_placed_cell_area_um2=443
export IMPL_p_leak_nw=0.206
export IMPL_startpoint_type="flop"
export IMPL_path_class="reg2reg"
export IMPL_drt_first_pass_iters=3
export IMPL_drt_total_wl_um=697
export IMPL_tritoncts="yes"
export IMPL_holdPathStages=2
export IMPL_avgSynthCellArea_um2=8.76
export IMPL_min_to="u_right_shift_reg8.Dout[6]"
export IMPL_hold_viol=0
export IMPL_worstPathArrival_ps=1130
export IMPL_ios=11
export IMPL_status="finished clean"
export IMPL_dp_cells=88
export IMPL_yosysTopAreaCell="dfxtp_1"
export IMPL_via_per_inst=2.57
export IMPL_ant_nets=0
export IMPL_skew_ps=1.75
export IMPL_maxSlewHeadroom_pct=83.0
export IMPL_setup_viol=0
export IMPL_yosysMostFrequentCell="nor2_1"
export IMPL_required_ps=1130
export IMPL_xor_area_share_pct=10.0
export IMPL_grt_max_degree=9
export IMPL_yosys_stat_cells=30
export IMPL_rsz0062_at_grt="true"
export IMPL_cp_slowest_cell="dfxtp_2"
export IMPL_antenna_found_initial=0
export IMPL_ys_area_um2=263
export IMPL_edf_count=0
export IMPL_crit_chain="buf_4, xor2_2, xnor2_1, a21oi_1"
export IMPL_yosys_area_share_simple_pct=20.0
export IMPL_fin_cells=92
export IMPL_synthCells=30
export IMPL_insertion_delay_ps=250
export IMPL_num_rows=21
export IMPL_cp_top_family="XOR/XNOR gates"
export IMPL_top_cell_area_share_pct=61.0
export IMPL_drc=0
export IMPL_fin_crit_sh_pct=99.8
export IMPL_core_area_um2=3420
export IMPL_grt_pass1_wl_mm=1.08
export IMPL_ys_flops=8
export IMPL_fmax_mhz=1000
export IMPL_vdd_drop_max_mv=0.277
export IMPL_largest_reg_flops=8
export IMPL_syn_area_um2=263
export IMPL_r2r_slack_ps=2
export IMPL_r2r_start="u_right_shift_reg8.Dout[3]"
export IMPL_finalMaxSlewViolations=0
export IMPL_hold_start="u_right_shift_reg8.Dout[7]"
export IMPL_warnings=27
export IMPL_dieArea_um2=6400
export IMPL_synthArstFlopShare_pct=0
export IMPL_clockBufferDepth=2
export IMPL_power_density_nw_per_um2=1460
export IMPL_common_cells="nor2_1 (14), dfxtp_1 (8), clkbuf_1 (2), xor2_1 (2)"
export IMPL_dieHeight_um=80
export IMPL_path_buffers=1
export IMPL_power_mw=0.727
export IMPL_topCellsByArea="dfxtp_1 (61%), nor2_1 (20%), xor2_1 (6.7%)"
export IMPL_num_vias=236
export IMPL_first_iter_violations=22
export IMPL_tightest_slew_ps=255
export IMPL_portBuffers=10
export IMPL_final_cell_area_um2=499
export IMPL_root_buffer="clkbuf_4"
export IMPL_seq_area_frac_synth_pct=61.0
export IMPL_grt_pass1_vias=249
==> routing by layer <==
metal	global-route usage, %	vias up	routed length, um	share of wire (%)
met4	0.704	0	0	0
met3	1.36	0	102	15
met5	0	-	0	0
li1	-	119	-	-
met1	2.20	107	297	43
met2	3.29	10	297	43
==> worst max-delay path by stage <==
stage,slack (ps),from,to
4_1_cts,-50,u_right_shift_reg8.Dout[2],u_right_shift_reg8.Dout[7]
5_1_grt,-50,u_right_shift_reg8.Dout[3],u_right_shift_reg8.Dout[7]
6_report,2,u_right_shift_reg8.Dout[3],u_right_shift_reg8.Dout[7]
==> logic make-up after synthesis <==
logic type	count (synthesis)
simple gates	14
buf+inv	4
flops	8
compound gates	1
xor+xnor	3
==> cell type report <==
class	count	area, um^2
inverter	1	3.75
multi-input combinational	18	98.8
timing repair buffer	16	146
clock buffer	3	22.5
tap	46	57.6
sequential	8	170
fill	382	2920
==> report_power, final <==
| group | switching, mW | total, mW | internal [mW] |
|---|---|---|---|
| Sequential | 0.0130 | 0.363 | 0.350 |
| Combinational | 0.0467 | 0.126 | 0.0796 |
| Clock | 0.100 | 0.237 | 0.137 |
==> what timing repair did <==
action / in CTS / in global routing
buffers inserted: 2 / 0
gates cloned: 0 / 0
endpoints found under the setup margin: 8 / 5
gates resized: 22 / 5
pin swaps: 1 / 3
==> worst register-to-register path, cell delays in order (launching register included) <==
cell and delay [ps]:
dfxtp_2 310, buf_4 140, xor2_2 170, xnor2_1 180
a21oi_1 80
==> stage by stage <==
step	hold slack, ps	worst slack, ps	utilization (%)
finish	467	2.39	14.6
global route	492	-52.1	14.6
CTS	472	-55.0	14.3
detailed placement	464	-61.4	13.0
global placement	459	-48.5	13.0
floorplan	411	193	-
==> cells in the final DEF, fill, tap and decap left out <==
| master | synthesis | routed |
|---|---|---|
| nor2_1 | 14 | 14 |
| dfxtp_2 | 0 | 8 |
| buf_4 | 1 | 6 |
| clkdlybuf4s15_1 | 0 | 5 |
| clkbuf_4 | 0 | 3 |
| xor2_2 | 0 | 2 |
| clkdlybuf4s50_1 | 0 | 2 |
| clkdlybuf4s15_2 | 0 | 2 |
| inv_1 | 1 | 1 |
| xnor2_1 | 1 | 1 |
| a21oi_1 | 1 | 1 |
| dlygate4sd2_1 | 0 | 1 |
